$ cat ./config.mk
export PLATFORM = sky130hd
export DESIGN_NAME = skid_buffer
export DESIGN_NICKNAME = skid_buffer
export VERILOG_FILES = /design/flow/design.v
export SDC_FILE = /design/flow/constraint.sdc
export NUM_CORES = 4
export LEC_CHECK = 1
export CORE_AREA = 10 10 70 70
export DIE_AREA = 0 0 80 80
$ cat ./constraint.sdc
current_design skid_buffer

set clk_period 3.2
set clk_io_pct 0.2

create_clock -name clk0 -period $clk_period [get_ports {clk}]

set non_clock_inputs [all_inputs -no_clocks]
set_input_delay [expr $clk_period * $clk_io_pct] -clock clk0 $non_clock_inputs
set_output_delay [expr $clk_period * $clk_io_pct] -clock clk0 [all_outputs]
$ cat ./design.v
module skid_buffer (
	input   wire        clk,
	input   wire        reset,
	input   wire        i_valid_i,
	input   wire [7:0]  i_data_i,
	output  wire        i_ready_o,
	input   wire        e_ready_i,
	output  wire        e_valid_o,
	output  wire [7:0]  e_data_o
);
    parameter EMPTY = 0,
              HALF  = 1,
              FULL  = 2;
    reg  [2:0] state;          
    reg  [7:0] extra_buff;
    reg  e_ready_i_d1;
    assign e_data_o  = (state == EMPTY || state == HALF) ? i_data_i : extra_buff;
    assign e_valid_o = (i_valid_i || (state != EMPTY));
    assign i_ready_o = ((state == EMPTY) || e_ready_i_d1);    
    always @ (posedge clk or posedge reset) begin 
        if (reset) begin 
            extra_buff   <= 0;
            state        <= EMPTY;
            e_ready_i_d1 <= 0;
        end else begin 
            e_ready_i_d1 <= e_ready_i;
            case (state) 
            EMPTY: begin 
                if (i_valid_i && (!e_ready_i)) begin 
                    state <= HALF;
                end else begin 
                    state <= EMPTY;
                end 
                extra_buff <= i_data_i;
            end 
            HALF : begin
                if (i_valid_i && (!e_ready_i)) begin 
                    state <= FULL;
                end else if (e_ready_i) begin 
                    state <= EMPTY;
                end else begin 
                    state <= HALF;
                end 
                extra_buff <= i_data_i;
            end 
            FULL : begin
                if (e_ready_i) begin 
                    state <= HALF;
                    extra_buff <= i_data_i;
                end else begin 
                    state <= FULL;
                    extra_buff <= extra_buff;
                end 
            end 
            endcase
        end 
    end 
endmodule
$ cat ./run.sh
#!/bin/bash
# OpenROAD 26Q1-2900-gdf79404cd8, Yosys 0.63+post, stock flow scripts
make -C /OpenROAD-flow-scripts/flow DESIGN_CONFIG=/design/flow/config.mk WORK_HOME=/design/flow/orfs finish
==> results.txt <==
CP max stage delay: 0.42 ns
Cell taking the most area after synthesis: dfrtp_1
Clock latency on the worst-skew pair: 0.28 ns
Placed inst area: 886 um2
Status: finished clean
Worst Path Arrival: 2.07 ns
TritonCTS clock tree: done
Bufs on Longest Clock Path: 2
Initial antenna violation count: 0
Fillers: 364
Fin. max-slew vios: 0
Root buf cell: clkbuf_4
Post-Layout Cell Count: 121
Most frequent cells in the layout: 21 x clkdlybuf4s50_1, 16 x mux2_2, 11 x dfrtp_1
Period utilisation layout: 84.6%
Critical Path Sink Type: primary output
Post_cts resized: 0
Crit path cell chain: inv_1 > ha_1 > nor2_4 > mux2_2 > clkdlybuf4s50_1
Crit path DRT: 2.56 ns
Cells taking the most area after synthesis: dfrtp_1 45%, mux2_2 29%, ha_1 8.1%
Gr usage total: 5.04%
Synthesized area: 618 um2
Setup Fix Bufs, Post-CTS: 0
Met1 Resource Use GR: 6.59%
Hold_buf cts: 0
Routing usage on met2: 6.90%
Total power: 0.342 mW
Routability Congestion: 0.829
Cell count in the Yosys report: 50
GRT Max-Usage Layer: met2
Top cell area share: 44.5%
Min cycle time layout: 2.71 ns
Clk sinks: 11
Ys flops: 11
Measured slew at the worst slew-check pin: 0.450 ns
Peak Freq: 0.370 GHz
CP max stage cell: clkdlybuf4s50_1
Vias in the first global route: 556
Slew headroom: 69.9%
Worst-path fanout max: 8
Max-cap viol count: 0
Startpoint Class: flop
Synthesis warning total: 1
Pin count of the biggest net entering global routing: 12
Met3 GRT Util: 3.30%
Area grow syn2layout: 47.8%
RSZ-0062 raised after global routing: no
Cell area power density: 374 nW/um2
Design Area, Final: 913 um2
Vert. Die Dim: 80 um
Core Region: 3420 um2
First DRT Iteration DRCs: 33
Setup-failing EPs final: 0
Synthesized area per cell: 12.4 um2
Io pins: 22
PortBufs: 21
Leakage: 0.376 nW
Final Hold Fails: 0
Overflow after GRT: 0
Via count: 458
Rows: 21
Seq/Total Area, Yosys: 44.5%
H-tree Lvls: 1
Comb. cell area: 328 um2
Die area: 6400 um2
Setup TNS: 0 ns
Most common logic cell in the routed design: clkdlybuf4s50_1
Maximum vdd ir drop: 0.238 mV
Routed WL: 1430 um
Worst-path clk slew: 0.09 ns
Flop area: 275 um2
ANT cells: 0
Yosys stat area: 618 um2
Layout cell share with drive strength beyond 1: 30.7%
Antenna Violating Nets Remaining: 0
WL/cell: 11.8 um
Fp_density: 18.1%
Die W: 80 um
Tool warnings: 28
Via density: 3.79
CTS Buf Count: 3
Clk_skew: 0.0101 ns
Post-Place Cells: 117
WS Path Type: reg -> out
Remaining DRCs: 0
Netlist cell types: 14
First-pass GRT wire length: 2600 um
Hold Crit Class: reg -> reg
Synth Instances: 50
DRT Pass-1 Iters: 4
DP HPWL: 1100 um
==> Yosys cell counts <==
master	number
o211a_1	1
nand2b_1	2
a21oi_4	1
or2_2	1
nor2_1	2
o21ai_0	1
mux2_2	16
nor2_4	1
ha_1	4
inv_1	4
nand2_1	4
a221oi_1	1
dfrtp_1	11
a21oi_1	1
==> registers in the layout (all words and copies together), names as in the netlist <==
| register | cells |
|---|---|
| e_ready_i_d1 | 1 |
| state | 2 |
| extra_buff | 8 |
==> metrics by stage <==
step | utilization [%] | hold slack (ns) | worst slack [ns]
floorplan | - | 0.475 | 1.38
global placement | 25.9 | 0.484 | 0.809
detailed placement | 25.9 | 0.493 | 0.782
CTS | 26.7 | 0.513 | 0.451
global route | 26.7 | 0.526 | 0.316
finish | 26.7 | 0.506 | 0.494
==> cells by family after synthesis <==
kind of cell / Yosys count / share of synthesized area, %
compound gates: 5 / 7.29
fa+ha+maj: 4 / 8.10
buf+inv: 4 / 2.43
flops: 11 / 44.5
mux: 16 / 29.1
simple gates: 10 / 8.50
==> layer usage <==
| metal | wire, um | share of wire (%) |
|---|---|---|
| met1 | 670 | 47 |
| met2 | 551 | 39 |
| met3 | 189 | 13 |
| met4 | 16 | 1.1 |
| met5 | 0 | 0 |
==> worst paths after layout <==
check / startpoint / to / slack (ns) / cells after the start
setup / recovery: state[0] / e_data_o[0] / 0.49 / 5
hold / removal: extra_buff[4] / extra_buff[4] / 0.51 / 1
setup reg to reg: state[0] / extra_buff[2] / 1.66 / 4
hold reg to reg: extra_buff[4] / extra_buff[4] / 0.51 / 1
max in group asynchronous: reset / extra_buff[4] / 2.22 / 2
min in group asynchronous: reset / extra_buff[6] / 0.66 / 2
==> area by class of cell <==
cell class	count	area share [%]
Clock buffer	3	2.47
Sequential cell	11	30.1
Clock inverter	1	0.548
Timing Repair Buffer	21	23.0
Tap cell	46	6.30
Inverter	4	1.64
Multi-Input combinational cell	35	35.9
==> worst max-delay path: cells and delay by family (launching register included) <==
family / cells / cell delay (ns)
multiplexers: 1 / 0.38
adder cells (fa/ha/maj): 1 / 0.25
buffers and inverters: 2 / 0.50
AND/OR/NAND/NOR: 1 / 0.27
flip-flops: 1 / 0.38
==> where the power goes <==
part,internal (mW),switching [mW]
sequential,0.148,0.00437
combinational,0.0598,0.0290
clock,0.0463,0.0545
total,0.254,0.0879
Power and IR drop assume default switching activity.
